===== design/flow/design.v =====
module ALU (a, b, alu_control, out);
  input [31:0] a, b;
  input [2:0] alu_control;
  output reg [31:0] out;
  always @ (alu_control or a or b)
		case(alu_control)
		  3'b000:  out = a + b;
		  3'b001: out = a-b;
		  3'b010: out = a&b;
		  3'b011: out = a|b;
		  3'b100: out = a~|b;
		  3'b101: out = a^b;
		  default: out = 32'bx;
		endcase
endmodule
module mux3 #(parameter WIDTH=8) (a, b, c, select, out);
  input [WIDTH-1:0] a, b, c;
  input [1:0] select;
  output reg [WIDTH-1:0] out;
  always @ (a or b or c or select)
	case (select)
		2'd0: out = a;
		2'd1: out = b;
		2'd2: out = c;
		default: out = {(WIDTH){1'bx}};
	endcase
endmodule
module simon1
(
	input wire clock, reset,
	input wire [1:0] in,
	output reg [1:0] out
);
localparam [2:0]  
    S = 0,
    R = 1,
    G = 2,
    B = 3,
    Y = 4,
    F = 5;
reg[2:0] state_reg, state_next; 
initial begin
    out = 0;
    state_reg = S;
	state_next = S;
end
always @ (posedge reset, posedge clock)
begin
    if (reset) begin
        out <= 0;
        state_reg <= S;
    end else begin
		state_reg <= state_next;
	end
end 
always @ (in, state_reg)
begin
	state_next = F;  
    case (state_reg)
        S : begin
                out = 2;
                case (in)
                    0: state_next = R;
                    1: state_next = G;
                    2: state_next = B;
                    3: state_next = Y;
                endcase
            end
        R : begin
                if (in == 0) out = 2;
                else out = 1;
            end
        G : begin
                if (in == 1) out = 2;
                else out = 1;
            end
        B : begin
                if (in == 2) out = 2;
                else out = 1;
            end
        Y : begin
                if (in == 3) out = 2;
                else out = 1;
            end
    endcase
end
endmodule 

===== design/flow/run.sh =====
#!/bin/bash
# OpenROAD 26Q1-2900-gdf79404cd8, Yosys 0.63+post, stock flow scripts
make -C /OpenROAD-flow-scripts/flow DESIGN_CONFIG=/design/flow/config.mk WORK_HOME=/design/flow/orfs finish

===== design/flow/config.mk =====
export PLATFORM = sky130hd
export DESIGN_NAME = ALU
export DESIGN_NICKNAME = ALU
export VERILOG_FILES = /design/flow/design.v
export SDC_FILE = /design/flow/constraint.sdc
export NUM_CORES = 4
export LEC_CHECK = 1
export CORE_UTILIZATION = 50

===== design/flow/constraint.sdc =====
current_design ALU

set clk_period 23.9
set clk_io_pct 0.2

create_clock -name clk0 -period $clk_period

set non_clock_inputs [all_inputs -no_clocks]
set_input_delay [expr $clk_period * $clk_io_pct] -clock clk0 $non_clock_inputs
set_output_delay [expr $clk_period * $clk_io_pct] -clock clk0 [all_outputs]

==> impl_metrics.prom <==
# HELP chip_impl_metric Synthesis and place-and-route metrics
# TYPE chip_impl_metric gauge
chip_impl_info{name="status",value="finished clean"} 1
chip_impl_metric{name="met1_length",unit="um"} 6480
chip_impl_metric{name="global_route_wire_length_before_repair",unit="um"} 20800
chip_impl_metric{name="worst_ep_required_time",unit="ps"} 19120
chip_impl_metric{name="crit_fanout",unit=""} 8
chip_impl_metric{name="antenna_found_initial",unit=""} 0
chip_impl_metric{name="vdd_drop_max",unit="uV"} 13.1
chip_impl_metric{name="period_needed",unit="ps"} 14090
chip_impl_metric{name="drv_cap",unit=""} 0
chip_impl_metric{name="drc",unit=""} 0
chip_impl_metric{name="synth.yosys.seq_area_share",unit="%"} 0
chip_impl_metric{name="layout.core_utilization",unit="%"} 63.1
chip_impl_metric{name="globalRouteTotalUtil",unit="%"} 26.4
chip_impl_metric{name="leakage",unit="nW"} 2.59
chip_impl_info{name="lay_top_count",value="clkdlybuf4s50_1"} 1
chip_impl_metric{name="finish.instance_area",unit="sq mm"} 0.00559
chip_impl_metric{name="postRouteAntennaNets",unit=""} 0
chip_impl_metric{name="avgViaCountPerCell",unit=""} 5.74
chip_impl_metric{name="vias",unit=""} 4667
chip_impl_info{name="dr.max_layer_used",value="met4"} 1
chip_impl_metric{name="met3_wirelength",unit="um"} 456
chip_impl_metric{name="first_global_vias",unit=""} 4224
chip_impl_metric{name="iteration_count_of_the_initial_detailed_routing_pass",unit=""} 23
chip_impl_info{name="setup_repair_after_global_routing_missed_its_margin",value="false"} 1
chip_impl_metric{name="gp_congestion",unit=""} 1.01
chip_impl_metric{name="n_clock_buffer",unit=""} 0
chip_impl_metric{name="final.period_utilization",unit="%"} 58.9
chip_impl_metric{name="synth.cell_area",unit="sq mm"} 0.00462
chip_impl_metric{name="final_hold_violations",unit=""} 0
chip_impl_metric{name="worst-slew-pin-transition",unit="ps"} 877
chip_impl_metric{name="route.final.wire_length",unit="um"} 12700
chip_impl_metric{name="detailedPlace.worstSlack",unit="ps"} 9880
chip_impl_metric{name="core-area",unit="sq mm"} 0.00885
chip_impl_metric{name="hold_buffers",unit=""} 0
chip_impl_metric{name="finalSetupTns",unit="ps"} 0
chip_impl_metric{name="ys.warnings.count",unit=""} 1
chip_impl_metric{name="warnings",unit=""} 66
chip_impl_metric{name="overflow",unit=""} 0
chip_impl_metric{name="synth_stat.cells",unit=""} 635
chip_impl_metric{name="number_of_primary_i_o_pins",unit=""} 99
chip_impl_metric{name="timing.max_slew.rel_slack",unit="%"} 41.5
chip_impl_metric{name="post-cts-setup-buffers",unit=""} 0
chip_impl_metric{name="yosys_area",unit="sq mm"} 0.00462
chip_impl_info{name="min_path_type",value="in -> out"} 1
chip_impl_info{name="critical_path_class",value="in -> out"} 1
chip_impl_info{name="final_layout_top_logic_cells",value="clkdlybuf4s50_1, ha_1, inv_1"} 1
chip_impl_metric{name="rows",unit=""} 34
chip_impl_metric{name="setup_ws_final",unit="ps"} 9810
chip_impl_metric{name="finalSetupViolations",unit=""} 0
chip_impl_metric{name="post_route_cells_drive_above_1_share",unit="%"} 6.24
chip_impl_metric{name="drtIter0Drc",unit=""} 168
chip_impl_metric{name="placedInstanceArea",unit="sq mm"} 0.00559
chip_impl_metric{name="synthCells",unit=""} 635
chip_impl_metric{name="arrival",unit="ps"} 9310
chip_impl_metric{name="synth_cell_type_count",unit=""} 65
chip_impl_metric{name="routed_length_on_met2",unit="um"} 5690
chip_impl_metric{name="post_cts_resized",unit=""} 0
chip_impl_metric{name="floorplan.initialDensity",unit="%"} 52.2
chip_impl_metric{name="syn_avg_cell_area",unit="sq um"} 7.27
chip_impl_metric{name="portBuffers",unit=""} 99
chip_impl_info{name="cp-end-kind",value="output pin"} 1
chip_impl_metric{name="vertical_die_dimension",unit="um"} 98.1
chip_impl_metric{name="hpwl",unit="um"} 9990
chip_impl_metric{name="finalHoldWorstSlack",unit="ps"} 10590
chip_impl_metric{name="finalPower",unit="mW"} 0.153
chip_impl_metric{name="nFlopsAndLatches",unit=""} 0
chip_impl_metric{name="layout_overhead_on_the_synthesized_area",unit="%"} 21.0
chip_impl_metric{name="grt_start_max_net_pins",unit=""} 49
chip_impl_metric{name="n_antenna_cell",unit=""} 0
chip_impl_metric{name="power_density",unit="mW/mm^2"} 27.3
chip_impl_metric{name="final-seq-area",unit="sq um"} 0
chip_impl_metric{name="fmax",unit="MHz"} 71.0
chip_impl_info{name="crit_path_start_kind",value="primary input"} 1
chip_impl_metric{name="floorplan.die_area",unit="sq mm"} 0.00962
chip_impl_metric{name="die_width",unit="um"} 98.1
chip_impl_metric{name="routed_wire_length_per_instance",unit="um"} 15.6
chip_impl_metric{name="slew_viol_final",unit=""} 0
chip_impl_metric{name="stdcell_count",unit=""} 813
chip_impl_metric{name="dpl.cell_count",unit=""} 813
## where the power goes
part	internal, mW	switching [mW]
combinational	0.0788	0.0738
sequential	0	0
clock	0	0
## final cells by class
| type | instances | area, sq um |
|---|---|---|
| multi-input combinational | 525 | 4140 |
| fill | 804 | 3260 |
| timing repair buffer | 104 | 1030 |
| inverter | 76 | 285 |
| tap | 108 | 135 |
## cell families after synthesis
kind of cell               share of synthesized area [%]
xor gates and xnor gates                            11.6
and+or+nand+nor                                     13.9
adders and majority gates                           26.5
buffers and inverters                               10.4
muxes                                               9.14
AOI/OAI and AO/OA                                   28.6
## cell usage after synthesis, drive strengths merged (9+ instances only)
cell type  number  area [sq um]
o221ai         13           114
o211ai         14           105
nand4          10          62.6
xor2           15           131
xnor2          46           403
o22ai          17           106
inv            76           285
ha             96          1200
o21ai          27           143
a21o           13          97.6
mux2           17           191
a31oi           9          56.3
mux2i          23           230
nand2          50           188
clkbuf         25           135
nor2           33           129
a21oi          63           319
## critical path, cell delays in order
cell and delay (ps):
clkdlybuf4s50_1 470, nor4_1 480, nand2_1 190, nor2_1 170
nand4_1 180, nor3_1 360, a31oi_1 160, xnor2_1 150
ha_1 410, nand3_1 150, nor3_1 190, nand4_1 110
o21a_1 230, nor3_1 310, a21oi_1 150, xnor2_1 160
o221ai_1 170, clkdlybuf4s50_1 510
## final timing paths
kind	startpoint	end	depth (start not counted)
setup / recovery	b[4]	out[28]	18
hold / removal	alu_control[0]	out[18]	5
## routing by layer
layer  vias to the layer above  track usage, %
met1                      2129            40.2
li1                       2423               -
met3                         2           0.363
met4                         0           0.583
met5                         -               0
met2                       113            44.1
Power figures rest on the tool's default switching activity, not on a simulated workload.
